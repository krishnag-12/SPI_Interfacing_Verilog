### design/flow/run.sh
#!/bin/bash
# OpenROAD 26Q1-2900-gdf79404cd8, Yosys 0.63+post, stock flow scripts
make -C /OpenROAD-flow-scripts/flow DESIGN_CONFIG=/design/flow/config.mk WORK_HOME=/design/flow/orfs finish
### design/flow/config.mk
export PLATFORM = sky130hd
export DESIGN_NAME = adc
export DESIGN_NICKNAME = adc
export VERILOG_FILES = /design/flow/design.v
export SDC_FILE = /design/flow/constraint.sdc
export NUM_CORES = 4
export LEC_CHECK = 1
export CORE_UTILIZATION = 30
### design/flow/constraint.sdc
current_design adc

set clk_period 2.6
set clk_io_pct 0.2

create_clock -name clk0 -period $clk_period [get_ports {clk}]

set non_clock_inputs [all_inputs -no_clocks]
set_input_delay [expr $clk_period * $clk_io_pct] -clock clk0 $non_clock_inputs
set_output_delay [expr $clk_period * $clk_io_pct] -clock clk0 [all_outputs]
### design/flow/design.v
`timescale 1ns / 1ps
module adc(
    input clk,                
    input enable,             
    input spi_miso,           
    output clkout,            
    output a1, a2,            
    output spi_ss_b,          
    output sf_ce0,            
    output fpga_init_b,       
    output dac_cs,            
    output reg spi_sck,       
    output reg amp_cs,        
    output reg adc_conv,      
    output reg spi_mosi,      
    output reg amp_shdn,      
    output reg [13:0] adc_data1,   
    output reg [13:0] adc_data2,   
    output [15:0] adc_data         
);
    reg adc_sent = 0;
    reg [2:0] cnt = 0;                
    reg [3:0] clk_10_count = 0;       
    reg [6:0] adc_clk_count = 0;      
    reg [5:0] adc_bit_count = 17;     
    reg [3:0] gain_count = 8;         
    reg [4:0] pos_count, neg_count;   
    reg [7:0] data_gain = 8'b00010001;   
    reg [5:0] state = 6'b000000;         
    assign spi_ss_b = 0;        
    assign sf_ce0 = 1;          
    assign fpga_init_b = 1;     
    assign dac_cs = 1;          
    always @(posedge clk or posedge enable) begin
        if (enable)
            pos_count <= 0;
        else if (pos_count == 24)
            pos_count <= 0;
        else
            pos_count <= pos_count + 1;
    end
    always @(negedge clk or posedge enable) begin
        if (enable)
            neg_count <= 0;
        else if (neg_count == 24)
            neg_count <= 0;
        else
            neg_count <= neg_count + 1;
    end
    assign clkout = ((pos_count > (25 >> 1)) | (neg_count > (25 >> 1)));
    assign a1 = amp_cs;
    assign a2 = adc_conv;
    assign adc_data = {2'b00, adc_data1};   
    always @(posedge clkout or posedge enable) begin
        if (enable) begin
            spi_sck <= 0;
            amp_shdn <= 0;
            adc_conv <= 0;
            amp_cs <= 1;
            spi_mosi <= 0;
            state <= 1;
        end else begin
            case (state)
                1: state <= 2;
                2: begin
                    spi_sck <= 0;
                    amp_cs <= 0;        
                    state <= 3;
                end
                3: begin
                    spi_sck <= 0;
                    state <= 4;
                end
                4: begin
                    spi_sck <= 0;
                    amp_shdn <= 0;
                    amp_cs <= 0;
                    spi_mosi <= data_gain[gain_count - 1];
                    gain_count <= gain_count - 1;
                    state <= 5;
                end
                5: begin
                    amp_cs <= 0;
                    spi_sck <= 1;
                    if (gain_count > 0)
                        state <= 6;
                    else begin
                        spi_sck <= 1;
                        amp_shdn <= 0;
                        amp_cs <= 0;
                        gain_count <= 8;
                        state <= 7;
                    end
                end
                6: begin
                    spi_sck <= 1;
                    state <= 3;    
                end
                7: begin spi_sck <= 1; state <= 8; end
                8: begin spi_sck <= 0; state <= 9; end
                9: begin spi_sck <= 0; state <= 10; end
                10: begin
                    if (cnt > 5) begin
                        spi_sck <= 0;
                        cnt <= 0;
                        state <= 11;
                    end else begin
                        cnt <= cnt + 1;
                        spi_sck <= 0;
                    end
                end
                11: begin amp_cs <= 1; spi_sck <= 0; state <= 12; end
                12: begin spi_sck <= 0; state <= 13; end
                13: begin spi_sck <= 1; state <= 14; end
                14: begin spi_sck <= 1; state <= 15; end
                15: begin spi_sck <= 0; state <= 30; end
                30: begin spi_sck <= 0; state <= 16; end
                16: begin adc_conv <= 1; spi_sck <= 0; state <= 17; end
                17: begin spi_sck <= 0; state <= 18; end
                18: begin adc_conv <= 0; spi_sck <= 0; state <= 19; end
                19: begin
                    if (cnt > 3) begin
                        spi_sck <= 0;
                        cnt <= 0;
                        state <= 20;
                    end else begin
                        cnt <= cnt + 1;
                        state <= 19;
                    end
                end
                20: begin spi_sck <= 0; state <= 21; end
                21: begin
                    spi_sck <= 0;
                    adc_conv <= 0;
                    adc_clk_count <= adc_clk_count + 1;
                    adc_bit_count <= adc_bit_count - 1;
                    state <= 22;
                end
                22: begin spi_sck <= 1; state <= 23; end
                23: begin
                    spi_sck <= 1;
                    if (adc_clk_count == 34) begin
                        adc_sent <= 1;
                        state <= 24;
                    end else if (adc_clk_count <= 2) begin
                        state <= 20;
                    end else if ((adc_clk_count > 2) && (adc_clk_count <= 16)) begin
                        adc_data1[adc_bit_count - 1] <= spi_miso;
                        state <= 20;
                    end else if ((adc_clk_count > 16) && (adc_clk_count <= 18)) begin
                        adc_bit_count <= 15;
                        state <= 20;
                    end else if ((adc_clk_count > 18) && (adc_clk_count <= 32)) begin
                        adc_data2[adc_bit_count - 1] <= spi_miso;
                        state <= 20;
                    end else if (adc_clk_count == 33) begin
                        state <= 20;
                    end
                end
                24: begin
                    adc_clk_count <= 0;
                    adc_bit_count <= 17;
                    spi_sck <= 0;
                    state <= 25;
                end
                25: begin spi_sck <= 0; adc_sent <= 0; state <= 26; end
                26: begin spi_sck <= 1; amp_shdn <= 0; state <= 27; end
                27: begin spi_sck <= 1; state <= 28; end
                28: begin
                    if (cnt > 4) begin
                        spi_sck <= 0;
                        state <= 16;
                        cnt <= 0;
                    end else begin
                        cnt <= cnt + 1;
                        spi_sck <= 0;
                        state <= 18;
                    end
                end
            endcase
        end
    end
endmodule
==> reports/qor.csv <==
metric;value;unit
synthArstFlopShare;28.4;%
common_cells;edfxtp_1 (48), nor2_1 (43), nand2_1 (36);
dp_hpwl;6310;µm
drv_cap;0;
slew_headroom;42.1;%
cts_tree;built;
place_area;0.00520;mm²
syn_inst;464;
wl_per_cell;12.1;µm
portBuffers;51;
final_core_util;35.0;%
area_leaders;edfxtp_1 (31%), mux2_2 (6.8%), dfrtp_1 (6.5%);
antenna_cells;0;
worstPathArrival;2490;ps
vias;3341;
tool_warnings;37;
final-seq-area;0.00192;mm²
ys.flop_type;edfxtp_1;
ir_drop;328;µV
setup_ws;-413;ps
netlist_area;0.00464;mm²
tightest_slew;866;ps
maxSlewViolCount;0;
grt_util_all_layers;10.9;%
design.core.area;0.0151;mm²
synth.avg_cell_area;10.0;µm²
die-area;0.0160;mm²
ctsLongestPathBuffers;2;
unconstrained_endpoints;153;
hold_slack;493;ps
place_ws;-526;ps
cts-root-buf;clkbuf_16;
num_io_pins;59;
fin_area;0.00531;mm²
fin_worst_skew;0.205;ps
fp.dieH;126;µm
min-delay-path-class;flip-flop to flip-flop;
grt.overflow.total;0;
gp_congestion;0.871;
critPathRequiredTime;2080;ps
worstPathMaxFanout;2;
ys.flops;67;
num_rows;45;
cts.htree.levels;1;
placed_cells;675;
finalSetupViolCount;1;
postRouteAntennaNets;0;
hold_viol_final;0;
fill_cells;1461;
status;complete, but fails checks;
antenna_found_initial;0;
stdcell_count;681;
path_clk_slew;40;ps
dieWidth;126;µm
yosysWarnings;1;
unclocked_pins;57;
dr.first_iter.drc_count;91;
drc;0;
drive_above_1_share;15.0;%
edf_count;48;
synthToLayoutAreaGrowth;14.4;%
mi_logic_area;0.00234;mm²
ys_seq_share;41.4;%
grt_max_degree;58;
p_per_area;83.7;mW/mm²
top_cell;edfxtp_1;
largest_area_cell;edfxtp_1;
rsz0062_at_grt;true;
path_class;flip-flop to output pin;
fin_setup_tns;-413;ps
end_kind;output pin;
viasPerCell;4.91;
grt_pass1_vias;3068;
cts_buffers;3;
total_power;444;µW
yosys_area;0.00464;mm²
synth_stat.cells;464;
worst_setup_path_start_kind;flip-flop;
clkLatencyLatePin;270;ps
synth_top_area_share;31.1;%
wl;8220;µm
first_pass_iters;4;
grt_pass1_wl;14400;µm
violations;setup timing;
fp_util;30.6;%
power_leakage;2.00;nW
synth_cell_types;71;
## metal layers
layer  up-vias  wire (µm)  track usage [%]
li1       1695          -                -
met1      1563       4100             17.5
met2        77       3820             17.6
met3         6        255            0.559
met4         0         46            0.921
met5         -          0                0
## layout make-up
class / count / share of cell area (%)
clock buffers: 4 / 1.49
well taps: 188 / 4.43
inverters: 30 / 2.12
repair buffers: 66 / 11.6
flip-flops and latches: 67 / 36.2
multi-input cells: 326 / 44.1
## final timing paths
check	from	cells past startpoint	endpoint	slack, ps
worst max-delay path	neg_count[1]	6	clkout	-410
worst min-delay path	pos_count[0]	1	pos_count[0]	490
worst max register to register	neg_count[1]	5	neg_count[4]	1330
worst min register to register	pos_count[0]	1	pos_count[0]	490
max in group asynchronous	enable	2	neg_count[1]	550
min in group asynchronous	enable	3	pos_count[2]	960
## where the power goes
group / total (mW) / switching (mW) / internal [mW]
Sequential: 0.157 / 0 / 0.157
Clock: 0.269 / 0.0648 / 0.205
Combinational: 0.0175 / 0.0132 / 0.00435
Total: 0.444 / 0.0779 / 0.366
## state kept, by name (all words and copies together), names as in the netlist
| name | count |
|---|---|
| adc_bit_count | 6 |
| adc_clk_count | 7 |
| adc_conv | 1 |
| adc_data1 | 14 |
| adc_data2 | 14 |
| amp_cs | 1 |
| cnt | 3 |
| gain_count | 4 |
| neg_count | 5 |
| pos_count | 5 |
| spi_mosi | 1 |
| spi_sck | 1 |
| state | 5 |
## worst max-delay path, stage by stage (launching register included)
cell and delay (ps):
dfrtn_1 410, inv_2 50, ha_4 160, nor2_4 90, nor3_4 50, o21ai_4 60, buf_2 100
## timing repair
item | CTS | global route
buffers inserted | 2 | 0
cloned | 0 | 0
hold buffers | 0 | 0
setup endpoints to repair | 1 | 1
hold endpoints to repair | 0 | 0
gates resized | 3 | 5
pin swaps | 3 | 3
## cells in the final DEF (no fill, tap or decap), drive strengths merged, types with 4 or more instances in the layout
cell type | netlist | layout
dfrtn | 5 | 5
conb | 2 | 7
ha | 23 | 23
mux2i | 5 | 5
nand2 | 36 | 36
a31oi | 7 | 7
nor4 | 5 | 5
o21ai | 24 | 24
clkbuf | 16 | 4
edfxtp | 48 | 48
nor2 | 43 | 43
xor2 | 6 | 6
a21oi | 15 | 15
nand4b | 5 | 5
or3 | 4 | 4
nand4 | 10 | 10
dfrtp | 12 | 12
nand3b | 5 | 5
nand3 | 14 | 14
nand2b | 7 | 7
nor3 | 14 | 14
nor2b | 10 | 10
clkdlybuf4s50 | 0 | 50
inv | 30 | 30
mux2 | 28 | 28
buf | 28 | 16
xnor2 | 13 | 13
## kinds of logic after synthesis
family / count (synthesis) / share of synthesized area, %
compound gates: 74 / 10.4
xor+xnor: 19 / 3.75
fa+ha+maj: 23 / 6.20
buf+inv: 76 / 9.68
flops: 67 / 41.4
mux: 33 / 7.87
other cells: 2 / 0.162
simple gates: 170 / 20.5
Power is estimated from default activity; no workload was simulated.
