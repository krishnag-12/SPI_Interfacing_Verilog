### flow/run.sh
#!/bin/bash
# OpenROAD 26Q1-2900-gdf79404cd8, Yosys 0.63+post, stock flow scripts
make -C /OpenROAD-flow-scripts/flow DESIGN_CONFIG=/design/flow/config.mk WORK_HOME=/design/flow/orfs finish
### flow/constraint.sdc
current_design DAC

set clk_period 2.1
set clk_io_pct 0.2

create_clock -name clk0 -period $clk_period [get_ports {clk}]

set non_clock_inputs [all_inputs -no_clocks]
set_input_delay [expr $clk_period * $clk_io_pct] -clock clk0 $non_clock_inputs
set_output_delay [expr $clk_period * $clk_io_pct] -clock clk0 [all_outputs]
### flow/config.mk
export PLATFORM = sky130hd
export DESIGN_NAME = DAC
export DESIGN_NICKNAME = DAC
export VERILOG_FILES = /design/flow/design.v
export SDC_FILE = /design/flow/constraint.sdc
export NUM_CORES = 4
export LEC_CHECK = 1
export CORE_AREA = 10 10 101 101
export DIE_AREA = 0 0 111 111
### flow/design.v
`timescale 1ns / 1ps
module DAC(
    input clk,                 
    input rst,                 
    input spi_miso,            
    input [11:0] data,         
    input [3:0] address,       
    output reg send,           
    output reg dac_cs,         
    output reg spi_sck,        
    output reg spi_mosi,       
    output reg dac_clr,        
    output reg [3:0] command,  
    output SPI_SS_B,           
    output AMP_CS,             
    output AD_CONV,            
    output SF_CE0,             
    output FPGA_INIT_B         
);
    reg [2:0] dac_state;
    reg [31:0] dac_out;
    reg [5:0] count = 32;
    assign SPI_SS_B = 1;
    assign AMP_CS = 1;
    assign AD_CONV = 0;
    assign SF_CE0 = 1;
    assign FPGA_INIT_B = 1;
    always @(posedge clk or posedge rst) begin
        if (rst == 1) begin
            dac_cs     <= 1;
            spi_sck    <= 0;
            spi_mosi   <= 0;
            dac_clr    <= 1;
            send       <= 0;
            dac_state  <= 0;
            count      <= 32;
        end
        else begin
            case (dac_state)
                0: begin
                    dac_cs     <= 1;
                    spi_sck    <= 0;
                    spi_mosi   <= 0;
                    dac_clr    <= 1;
                    send       <= 0;
                    dac_state  <= 1;
                end
                1: begin
                    dac_out <= {8'b00000000, 4'b0011, address, data, 4'b0000};
                    command <= 4'b0011;  
                    dac_state <= 2;
                end
                2: begin
                    dac_cs     <= 0;                           
                    spi_sck    <= 0;                           
                    spi_mosi   <= dac_out[count - 1];          
                    count      <= count - 1;
                    dac_state  <= 3;
                end
                3: begin
                    if (count > 0) begin
                        spi_sck   <= 1;
                        dac_state <= 2;   
                    end
                    else begin
                        spi_sck   <= 1;
                        dac_state <= 4;
                    end
                end
                4: begin
                    spi_sck   <= 0;
                    dac_state <= 5;
                end
                5: begin
                    dac_cs    <= 1;   
                    dac_state <= 6;
                end
                6: begin
                    send      <= 1;   
                    dac_state <= 7;
                end
                7: begin
                    send      <= 0;
                    count     <= 32;  
                    dac_state <= 1;   
                end
                default: begin
                    dac_cs     <= 1;
                    spi_mosi   <= 0;
                    dac_clr    <= 1;
                    send       <= 0;
                    dac_state  <= 0;
                    count      <= 32;
                end
            endcase
        end
    end
endmodule
==> results.txt <==
Physical implementation status

The flow ran to the end, and the final reports show no timing, DRC or antenna violations. In this run the tightest slew margin relative to its limit is 56.68%. The placed instance area stands at 1858 sq um.

For the final database, setup skew stands at 0.001868 ns. The most common logic cell in the final layout is sky130_fd_sc_hd__clkdlybuf4s50_1. After detailed routing, the number of remaining DRC violations is 0. The synthesis area per yosys stands at 1550 sq um. The least setup slack across all paths after layout stands at 0.1419 ns. The initial detailed-routing violation count stands at 70. The number of flops mapped to enable cells by yosys stands at 16.

Max fanout on the critical path was recorded as 5. The number of global-route vias before repair is 981. The script logs the mean routed wire length per placed instance as 10.36 microns. The initialized floorplan defines 33 standard-cell rows.

In the final layout, the multi-input gates occupy 525.5 sq um. The number of clock buffers added by TritonCTS is 5. The total number of vias stands at 924. The cell count in the Yosys report stands at 123. In this run the clock root is driven by a sky130_fd_sc_hd__clkbuf_8. The post-placement setup slack stands at 0.1377 ns. Dividing total power by cell area gives a power density of 1171 nW/um^2. Summed over all layers, the global routing overflow is 0. In the routed netlist, the antenna diode instances number 0. The synthesis report names the predominant flop master as sky130_fd_sc_hd__edfxtp_1. STA classifies the critical path endpoint as a flop. Looking at the reg2reg group, the worst path starts from count[0]. Wires add up to 2643 microns.

Between the synthesized netlist and the finished layout, the area growth was recorded as 25.02%. Routability-driven placement finished with a final weighted congestion of 0.7803. In this run, synthesis produced a sequential element count of 34.

The actual slew at the worst max-slew pin stands at 0.6491 ns. The pin count of the biggest net entering global routing stands at 19. Per the cell usage report, the commonest logic cells after layout are sky130_fd_sc_hd__clkdlybuf4s50_1 (21), sky130_fd_sc_hd__edfxtp_1 (16), sky130_fd_sc_hd__dfrtp_1 (15), sky130_fd_sc_hd__nor2_1 (12), sky130_fd_sc_hd__conb_1 (11). In this run the VDD rail shows a maximum IR drop of 0.4154 mV.

Per the skew report, the later register of the worst-skew pair sees a clock latency of 0.27 ns. The number of iterations in the first detailed-routing pass stands at 4. The detail-routed via count per cell stands at 3.624. Setup repair after global routing left no endpoint under its margin.

With fillers left out, the area of the finished cells amounts to 1938 sq um. Per the post-CTS timing run, clock transition at the registers of the reported paths is 0.06 ns. The die footprint stands at 12320 sq um. The cell count after synthesis stands at 123. TritonCTS built the clock tree. The yosys synthesis warning count stands at 1. Based on the critical path, the design can be clocked at up to 0.5107 GHz. Per the final timing report, the hold violations number 0. The average cell area after synthesis stands at 12.60 sq um. The flip-flop and latch area stands at 934.6 sq um.

The number of cells on the worst reg-to-reg path is 6. According to the CTS report, the clock sink count is 34. The buffer depth of the longest clock path stands at 2. For this run, asynchronously set or reset flops after synthesis account for 52.94%.

Before placement the cells fill 19.06% of the core. The count of nets left with antenna violations after detail routing stands at 0. Setup slack on the worst reg-to-reg path comes out at 0.14 ns.

The number of gates resized after cts stands at 0. The static leakage stands at 0.7468 nW. Of the available clock period, the critical path in the final layout requires 93.24%. The placeable core area stands at 8134 sq um. STA reports the tightest min-delay check as being of type flop to flop. The minimum period implied by the final worst setup slack stands at 1.958 ns.

In this run the worst setup path begins at count[0]. In this design, the stage delay of the slowest critical-path cell is 0.44 ns. Buffers added to address setup during post-CTS repair amount to 0. The critical path ends at spi_mosi. The signal arrival time at the worst endpoint stands at 2.12 ns. The critical path is of the flop to flop type. Traced cell by cell, the critical path runs through inv_1, ha_1, mux4_1, mux2_4, a221oi_2, o21ai_1. The number of slew-limit violations in the final report stands at 0. According to the I/O placement log, the pin count is 33. Global routing consumed, over all layers together, 4.315% of the routing resources. The endpoint identified for the worst register-to-register timing path is spi_mosi.

The summed instance area of the synthesized netlist stands at 1550 sq um. The count of maximum capacitance violations stands at 0. The sequential share of the synthesized area stands at 60.29%. Fill cells in the final layout number 847. In this run the number of H-tree levels came out at 2. The height of the die stands at 111 microns. Hold repair after CTS inserted 0 buffers. The final setup violation count stands at 0. Buffers placed on the I/O ports in this run total 21. The tool warning count stands at 26. The overall die width stands at 111 microns. For the final routed database, the setup TNS stands at 0 ns. For this run the detailed placement stage logged an HPWL of 2052 microns. The first global-routing pass estimated 4450 microns of wire. Per the STA report, the cell with the highest stage delay on the worst path is sky130_fd_sc_hd__dfrtp_1. The required arrival time at the worst endpoint stands at 2.26 ns.

The worst setup path is launched from a flop. The fraction of final layout cells with drive strength greater than 1 stands at 13.33%. The count of unique library cells instantiated by Yosys stands at 39.

The initial antenna violation count is 0.
## per-layer routing
metal | vias up | share of wire [%] | global-route usage, %
met4 | 0 | 2.8 | 1.042
li1 | 453 | - | -
met5 | - | 0 | 0
met1 | 440 | 40 | 4.686
met2 | 25 | 52 | 7.626
met3 | 6 | 4.9 | 1.752
## worst max-delay path, delay by kind of cell, from the launching register on
kind	cells	cell delay, ns
flip-flops	1	0.44
buffers and inverters	1	0.07
AND-OR/OR-AND	2	0.35
adder cells (fa/ha/maj)	1	0.37
multiplexers	2	0.61
## logic make-up after synthesis
group	count (synthesis)	synth area share [%]
flops	34	60.29
simple gates	34	11.30
buf+inv	21	7.990
compound gates	17	7.426
xor+xnor	8	4.520
mux	6	7.183
other cells	2	0.4844
fa+ha+maj	1	0.8070
## registers in the layout, summed over array words and instances, names as in the netlist
name / cells
dac_state: 8
dac_out: 16
send: 1
count: 6
spi_mosi: 1
spi_sck: 1
dac_cs: 1
## report_power, final
group / switching (W) / internal (W)
combinational: 0.000374 / 0.000494
sequential: 0.000148 / 0.000818
clock: 0.000201 / 0.000235
total: 0.000722 / 0.00155
## cells in the mapped netlist (2+ instances only)
cell | instances | area [sq um]
sky130_fd_sc_hd__a21oi_1 | 2 | 10.01
sky130_fd_sc_hd__buf_4 | 10 | 75.07
sky130_fd_sc_hd__clkbuf_1 | 4 | 15.01
sky130_fd_sc_hd__conb_1 | 2 | 7.510
sky130_fd_sc_hd__dfrtp_1 | 15 | 375.4
sky130_fd_sc_hd__dfstp_2 | 3 | 78.83
sky130_fd_sc_hd__edfxtp_1 | 16 | 480.5
sky130_fd_sc_hd__inv_1 | 5 | 18.77
sky130_fd_sc_hd__mux4_1 | 2 | 52.55
sky130_fd_sc_hd__nand2_1 | 5 | 18.77
sky130_fd_sc_hd__nand2b_1 | 3 | 18.77
sky130_fd_sc_hd__nand3_1 | 4 | 20.02
sky130_fd_sc_hd__nor2_1 | 12 | 45.04
sky130_fd_sc_hd__nor2b_1 | 3 | 18.77
sky130_fd_sc_hd__nor3_1 | 2 | 10.01
sky130_fd_sc_hd__o21ai_0 | 6 | 30.03
sky130_fd_sc_hd__xnor2_1 | 5 | 43.79
sky130_fd_sc_hd__xor2_1 | 3 | 26.28
## worst min path at each step
| stage | start | end | slack, ns | cells after the start |
|---|---|---|---|---|
| after CTS | dac_state[5] | dac_state[3] | 0.38 | 0 |
| final | dac_state[5] | dac_state[3] | 0.38 | 0 |
| after global routing | dac_state[5] | dac_state[3] | 0.39 | 0 |
## layout make-up
class	instances	share of cell area [%]
multi-input cells	77	27.11
flip-flops and latches	34	48.22
repair buffers	26	12.78
well taps	105	6.779
inverters	5	0.9684
clock buffers	8	4.132
## through the flow
step / cells / hold slack (ns) / util (%) / power (W)
detailed placement: 247 / 0.3648 / 22.84 / 0.001856
finish: 255 / 0.3767 / 23.83 / 0.002269
global placement: 247 / 0.3584 / 22.84 / 0.001843
global route: 255 / 0.3881 / 23.83 / 0.002459
floorplan: 132 / 0.3519 / - / 0.001641
CTS: 255 / 0.3819 / 23.83 / 0.002300
Power and IR drop assume default switching activity.
